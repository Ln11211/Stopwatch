==> /design/flow/design.v <==
`timescale 1ns / 1ps
module BCD_SSEG(output [3:0] anode,
output [7:0] sseg,
input  [15:0] value,
input clk,
input refresh_clk);
wire [1:0] refresh_counter;
wire [3:0] an;
wire [7:0] seg;
reg rc_q;
refresh_rate_counter rrc(refresh_counter,refresh_clk,clk);
anode_select a_sel(an,refresh_counter);
wire [3:0] BCD0=value[3:0];
wire [3:0] BCD1=value[7:4];
wire [3:0] BCD2=value[11:8];
wire [3:0] BCD3=value[15:12];
wire [3:0] digit;
BCD_select bcd_sel(BCD0,BCD1,BCD2,BCD3,refresh_counter,digit);
segment_select seg_sel(seg,digit);
reg [3:0] an_r;
reg [7:0] seg_r;
always @(posedge clk) begin
  rc_q <= refresh_clk;
  if (refresh_clk & ~rc_q) begin
    an_r  <= an;
    seg_r <= seg;
  end
end
assign anode = an_r;
assign sseg  = seg_r;
endmodule
`timescale 1ns / 1ps
module BCD_select(
input [3:0] BCD0,
input [3:0] BCD1,
input [3:0] BCD2,
input [3:0] BCD3,
input [1:0] refresh_counter,
output reg [3:0] digit);
 always @(refresh_counter) begin
    case(refresh_counter)
        2'b00: digit = BCD0;
        2'b01: digit = BCD1;
        2'b10: digit = BCD2;
        2'b11: digit = BCD3;
        default: digit = BCD0;
     endcase
 end
endmodule
`timescale 1ns / 1ps
module anode_select(
output reg [3:0] anode,
input [1:0] refresh_counter
    );
 always @(refresh_counter) begin
    case(refresh_counter)
        2'b00: anode=4'b1110;
        2'b01: anode=4'b1101;
        2'b10: anode=4'b1011;
        2'b11: anode=4'b0111;
        default: anode=4'b1111;
     endcase
 end
endmodule
`timescale 1ns / 1ps
module btn_debounce(bn_db,sample_tick,bn_sync,clk);
output reg bn_db;
input bn_sync;
input sample_tick;
input clk;  
parameter integer PRESS_COUNT=15;
localparam cwidth= PRESS_COUNT<=2 ? 2 : $clog2(PRESS_COUNT);
reg [cwidth-1:0] count = {cwidth{1'b0}};
always @(posedge clk) begin
 if(sample_tick) begin
    if(bn_sync==bn_db) count <={cwidth{1'b0}};
    else begin
        if(count == PRESS_COUNT-1) begin
            bn_db <= bn_sync;
            count <= {cwidth{1'b0}};
        end
        else count <= count+1'b1;
    end 
 end
end
endmodule
`timescale 1ns / 1ps
module button_edge(pressed,released,clk,d);
 input clk, d;
 output pressed,released;
    reg d_old = 1'b0;
    always @(posedge clk) d_old <= d;
    assign pressed =  d & ~d_old;
    assign released = ~d &  d_old;
endmodule
`timescale 1ns / 1ps
module button_sync(sync,dsync,clk);
input dsync;
input clk;  
output reg sync;
reg ff1=0;
always @(posedge clk) begin
ff1 <= dsync;
sync <= ff1;
end
endmodule
`timescale 1ns / 1ps
module buttons(start,stop,split,reset,btns_inp,clk,clk_10khz);
input [3:0] btns_inp;
input clk,clk_10khz;
output start,stop,split,reset;
localparam integer N=4;
wire [3:0] btn_sync;
genvar i;
generate
for (i=0;i<N;i=i+1) begin 
    button_sync bs_u(btn_sync[i],btns_inp[i],clk); end
endgenerate
wire [3:0] btn_db;
generate
for (i=0;i<N;i=i+1) begin 
    btn_debounce bd_u(btn_db[i],clk_10khz,btn_sync[i],clk); end
endgenerate
wire [3:0] pressed,released;
generate
for (i=0;i<N;i=i+1) begin 
    button_edge bed_u(pressed[i],released[i],clk,btn_db[i]); end
endgenerate
assign start = pressed[0];
assign stop = pressed[1];
assign split = pressed[2];
assign reset = pressed[3];
endmodule
`timescale 1ns / 1ps
module refresh_rate_counter(
output reg [1:0] refresh_counter=0,
input refresh_clk,
input clk);
reg refresh_clk_prev;
always @(posedge clk) begin 
refresh_clk_prev <= refresh_clk;
if(refresh_clk & ~refresh_clk_prev) refresh_counter<=refresh_counter+1;
 end
endmodule
`timescale 1ns / 1ps
module segment_select(
output reg [7:0] sseg,
input [3:0] digit
    );
    always @(digit) begin
        case(digit)
        4'd0: sseg = 8'b11000000;
        4'd1: sseg = 8'b11111001;
        4'd2: sseg = 8'b10100100;
        4'd3: sseg = 8'b10110000;
        4'd4: sseg = 8'b10011001;
        4'd5: sseg = 8'b10010010;
        4'd6: sseg = 8'b10000010;
        4'd7: sseg = 8'b11111000;
        4'd8: sseg = 8'b10000000;
        4'd9: sseg = 8'b10010000;
        default: sseg = 8'b11111111;
        endcase
    end
endmodule
`timescale 1ns / 1ps
module stopwatch_top(anode,sseg,clk,btns_inp);
input clk;
input [3:0] btns_inp;
output [3:0] anode;
output [7:0] sseg;
wire [15:0] value;
reg running=1'b0;
wire start,stop,split,reset;
wire [3:0] sec_ones,sec_tens,min_ones,min_tens,hr_ones,hr_tens;
wire count_1hz,count_10k;
reg count_1hz_q;
always @(posedge clk) count_1hz_q <= count_1hz;
wire count_1hz_pulse = count_1hz & ~count_1hz_q;
buttons btns(start,stop,split,reset,btns_inp,clk,count_10k);
tick_tock clk_div(count_10k,count_1hz,clk,reset);
time_counter tc(sec_ones,sec_tens,min_ones,min_tens,hr_ones,hr_tens,clk,reset,count_1hz_pulse,running);
BCD_SSEG bcd(anode,sseg,value,clk,count_10k);
reg CS,NS;
wire running_next = reset ? 0 : stop ? 0 : start ? 1 : running;
assign value = {min_tens,min_ones,sec_tens,sec_ones};
always @(posedge clk) begin
    if(reset) running=1'b0;
    else running = running_next;
end
endmodule
`timescale 1ns / 1ps
module tick_tock(tick10k,tick1,clk,rst);
output reg tick10k,tick1;
input clk,rst;
integer counter_val_1=0;
integer counter_val_10k=0;
localparam LIMIT_1hz=49_999_999;
localparam LIMIT_10khz=4_999; 
always @(posedge clk) begin
    if(rst) begin
        counter_val_1<=0;
        counter_val_10k<=0;
        tick1<=0;
        tick10k<=0;
    end else begin
        if(counter_val_10k==LIMIT_10khz) begin
            counter_val_10k<=0;
            tick10k <=~tick10k;
        end else counter_val_10k<=counter_val_10k+1;
        if(counter_val_1==LIMIT_1hz) begin
            counter_val_1<=0;
            tick1 <=~tick1; 
        end else counter_val_1<=counter_val_1+1;
      end
 end
endmodule
`timescale 1ns / 1ps
module time_counter(sec_ones,sec_tens,min_ones,min_tens,hr_ones,hr_tens,clk,rst,count_1hz,running);
output reg [3:0] sec_ones,sec_tens,min_ones,min_tens,hr_ones,hr_tens;
input clk,rst,count_1hz,running;
always @(posedge clk) begin
    if(rst) begin
        sec_ones <= 4'b0;
        sec_tens <= 4'b0;
        min_ones <= 4'b0;
        min_tens <= 4'b0;
        hr_ones <= 4'b0;
        hr_tens <= 4'b0;
    end
    else begin
    if(running) begin
        if(count_1hz) begin
            if(sec_ones == 4'd9) begin 
            sec_ones <= 4'd0;
                if(sec_tens == 4'd5) begin 
                sec_tens <= 4'd0;
                    if(min_ones == 4'd9) begin 
                    min_ones <= 4'd0;
                        if(min_tens == 4'd5) begin
                         min_tens <= 4'd0;
                            if ((hr_tens == 9) && (hr_ones == 9)) begin
                                    hr_tens  <= 4'd0;
                                    hr_ones  <= 4'd0;
                                end else begin
                                    if (hr_ones == 4'd9) begin
                                        hr_ones <= 4'd0;
                                        hr_tens <= hr_tens + 4'd1;
                                    end else hr_ones <= hr_ones + 4'd1;
                                end
                                end else min_tens <= min_tens + 4'd1;
                        end else min_ones <= min_ones + 4'd1;
                    end else sec_tens <= sec_tens + 4'd1;
                end else sec_ones <= sec_ones + 4'd1;
            end
        end
      end
    end
endmodule
==> /design/flow/run.sh <==
#!/bin/bash
# OpenROAD 26Q1-2900-gdf79404cd8, Yosys 0.63+post, stock flow scripts
make -C /OpenROAD-flow-scripts/flow DESIGN_CONFIG=/design/flow/config.mk WORK_HOME=/design/flow/orfs finish
==> /design/flow/config.mk <==
export PLATFORM = sky130hd
export DESIGN_NAME = stopwatch_top
export DESIGN_NICKNAME = stopwatch_top
export VERILOG_FILES = /design/flow/design.v
export SDC_FILE = /design/flow/constraint.sdc
export NUM_CORES = 4
export LEC_CHECK = 1
export CORE_UTILIZATION = 40
==> /design/flow/constraint.sdc <==
current_design stopwatch_top

set clk_period 3.8
set clk_io_pct 0.2

create_clock -name clk0 -period $clk_period [get_ports {clk}]

set non_clock_inputs [all_inputs -no_clocks]
set_input_delay [expr $clk_period * $clk_io_pct] -clock clk0 $non_clock_inputs
set_output_delay [expr $clk_period * $clk_io_pct] -clock clk0 [all_outputs]
==> job_summary.md <==
## Synthesis and layout report

| Metric | Value |
|---|---|
| Hold Path Class | `flop to flop` |
| Critical path depth in cells | `5` |
| EDFF count, synth | `28` |
| Setup TNS | `0 ns` |
| Worst vdd ir | `0.277 mV` |
| R2R Path End | `clk_div.counter_val_10k[24]$_SDFF_PP0_` |
| R2R setup slack | `1.40 ns` |
| P_leak | `2.20 nW` |
| Row Count | `43` |
| Hold_buf cts | `0` |
| Fin crit share | `63.3%` |
| Yosys top cell by area | `dfxtp_1` |
| Synth Flop Type | `dfxtp_1` |
| Top delay family on crit path | `simple AND/OR/NAND/NOR gates` |
| Post-placement cell count | `778` |
| Die height | `121 um` |
| Clk ins delay skew pair | `0.40 ns` |
| Hold Vio Cnt, Final | `0` |
| Most used cell, CP | `or4_1` |
| Initial antenna violation count | `0` |
| Reg-to-reg startpoint | `clk_div.counter_val_10k[0]$_SDFF_PP0_` |
| Root Driver | `clkbuf_16` |
| Total core area | `0.0139 sq mm` |
| Gp weighted congestion | `0.827` |
| Hold path depth | `0` |
| CP peak stage delay | `0.82 ns` |
| CP max-delay cell | `or4_1` |
| Die area | `0.0147 sq mm` |
| I/O pin total | `17` |
| Post-cts repair resize count | `0` |
| Tot GR Track Use | `15.5%` |
| Share of layout cells above drive strength 1 | `7.46%` |
| Hold Slack | `0.325 ns` |
| Post-CTS setup buffer count | `0` |
| Worst Reg-to-Reg Cells | `5` |
| Synthesized area | `0.00568 sq mm` |
| Ys cells | `604` |
| Run status | `finished, final reports clean` |
| Synth warnings | `11` |
| Routed WL per cell | `13.1 um` |
| Dominant cell area share | `33.1%` |
| Placed cell area | `0.00600 sq mm` |
| Finished layout cell area | `0.00657 sq mm` |
| Buffers on Ports | `14` |
| GRT overflow | `0` |
| Critical Path, Cell by Cell | `ha_1 -> nand3_1 -> or4_1 -> or4_1 -> a21oi_1` |
| Setup Viol. Count Final | `0` |
| DP Worst Slack | `1.45 ns` |
| Clk pin slew, worst setup/hold paths | `0.06 ns` |
| Hold Path End | `btns.genblk1[1].bs_u.sync$_DFF_P_` |
| Htree depth | `4` |
| Die X | `121 um` |
| Vias in the first global route | `3913` |
| Worst Tran Pin Value | `0.880 ns` |
| Setup Skew | `0.00731 ns` |
| WP data arrival | `2.73 ns` |
| Via/cell ratio | `5.46` |
| Critical Path Start Type | `flop` |
| PD cells | `436 mW/mm^2` |
| First-pass GRT wire length | `18.2 mm` |
| Min cycle time layout | `2.40 ns` |
| Fin util | `47.3%` |
| Tool Warnings | `34` |
| Final setup margin | `1.40 ns` |
| Post-synth top cells | `dfxtp_1, nor2_1, a21oi_1` |
| Count of different cell masters after synthesis | `49` |
| Yosys reg bits | `122` |
| Ant diodes | `0` |
| Post-route insts no fill | `810` |
| Yosys chip area | `0.00568 sq mm` |
| Worst slew margin | `41.3%` |
| Biggest area cells | `dfxtp_1, edfxtp_1, xnor2_1` |
| Endpoint class of the critical path | `flop` |
| Clock buffer depth | `2` |
| Max cap viols | `0` |
| CP Max Fanout | `17` |
| Hold wc startpoint | `btns.genblk1[1].bs_u.ff1$_DFF_P_` |
| DRC | `0` |
| Pins Over Slew Limit | `0` |
| Largest net degree at the start of global routing | `32` |
| Area grow syn2layout | `15.7%` |
| Async set-reset flop share out of synthesis | `0%` |
| CTS tree | `built` |
| Sequential fraction of the synthesis area | `48.0%` |
| Antenna Violating Nets Remaining | `0` |
| Routed via count | `4425` |
| Required time worst endpoint | `4.13 ns` |
| Most frequent cell after synthesis | `dfxtp_1` |
| Worst Path Buf+Inv | `0` |
| FMAX | `0.416 GHz` |
| Total power | `2.87 mW` |
| DR pass1 iterations | `5` |
| Syn Inst Count | `604` |
| CP Class | `flop to flop` |
| Mean post-synth cell area | `9.40 sq um` |
| RSZ-0062 raised after global routing | `false` |
| HPWL Detailed | `6.88 mm` |
| # clock sinks | `122` |
| Fp util | `40.9%` |
| WL final | `10.6 mm` |
| CTS buffer count | `17` |
| First DRT Iteration DRCs | `314` |
[area by class of cell]
class	instances	area (sq um)
fill	1265	7310
multi-input combinational	431	2770
sequential	122	2720
clock buffer	19	443
tap	180	225
timing repair buffer	19	178
clock inverter	13	128
inverter	26	97.6
[sequential cells by signal, summed over array words and instances (netlist names), 2 cells and up]
register                  count
clk_div.counter_val_1        32
bcd.seg_r                     7
tc.min_ones                   4
tc.sec_ones                   4
bcd.rrc.refresh_counter       2
btns.genblk2.bd_u.bn_db       3
clk_div.counter_val_10k      32
bcd.an_r                      4
btns.genblk2.bd_u.count      12
btns.genblk1.bs_u.ff1         3
tc.min_tens                   4
btns.genblk3.bed_u.d_old      3
tc.sec_tens                   4
btns.genblk1.bs_u.sync        3
[placed cells by master (no fill, tap or decap), types with 10 or more instances in the layout]
cell type / synthesis / final
clkbuf_16: 0 / 17
clkdlybuf4s50_1: 0 / 14
o31ai_1: 23 / 22
nor2_1: 59 / 59
inv_1: 25 / 25
xnor2_1: 27 / 27
or4_1: 25 / 25
nor3_1: 10 / 10
and3_1: 13 / 13
edfxtp_1: 28 / 28
nand3_1: 28 / 28
nor4_1: 20 / 20
ha_1: 15 / 15
nand4_1: 23 / 23
a21oi_1: 46 / 46
o21ai_0: 21 / 20
nand2_1: 28 / 28
xor2_1: 15 / 15
dfxtp_1: 94 / 94
or3_1: 11 / 11
[where the power goes]
part | total [mW] | switching [mW] | internal, mW
sequential | 1.33 | 0.00160 | 1.33
clock | 1.53 | 0.558 | 0.973
combinational | 0.00789 | 0.00363 | 0.00426
[worst max path at each step]
stage                                            end                                  start
CTS           clk_div.counter_val_10k[20]$_SDFF_PP0_  clk_div.counter_val_10k[0]$_SDFF_PP0_
finish        clk_div.counter_val_10k[24]$_SDFF_PP0_  clk_div.counter_val_10k[0]$_SDFF_PP0_
global route   clk_div.counter_val_10k[5]$_SDFF_PP0_  clk_div.counter_val_10k[0]$_SDFF_PP0_
[cell families (layout without fill, tap and decap cells)]
logic type	count (synthesis)	in the layout	share of synthesized area, %
fa+ha+maj	15	15	3.31
xor+xnor	42	42	6.48
simple gates	261	261	26.0
other cells	1	1	0.0661
compound gates	102	102	10.9
buf+inv	51	77	3.50
mux	10	10	1.81
flops	122	122	48.0
[per-layer routing]
metal	part of all wire, %	wire (um)	global-route usage [%]	vias up
met1	51	5420	24.4	2057
li1	-	-	-	2262
met2	44	4660	23.2	100
met5	0	0	0	-
met4	0.91	97	1.93	0
met3	4.4	466	3.21	6
Power figures rest on the tool's default switching activity, not on a simulated workload.
