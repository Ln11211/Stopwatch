[run.sh]
#!/bin/bash
# OpenROAD 26Q1-2900-gdf79404cd8, Yosys 0.63+post, stock flow scripts
make -C /OpenROAD-flow-scripts/flow DESIGN_CONFIG=/design/flow/config.mk WORK_HOME=/design/flow/orfs finish
[config.mk]
export PLATFORM = sky130hd
export DESIGN_NAME = time_elapsed
export DESIGN_NICKNAME = time_elapsed
export VERILOG_FILES = /design/flow/design.v
export SDC_FILE = /design/flow/constraint.sdc
export NUM_CORES = 4
export LEC_CHECK = 1
export CORE_AREA = 10 10 75 75
export DIE_AREA = 0 0 85 85
[constraint.sdc]
current_design time_elapsed

set clk_period 3.4
set clk_io_pct 0.2

create_clock -name clk0 -period $clk_period [get_ports {clk}]

set non_clock_inputs [all_inputs -no_clocks]
set_input_delay [expr $clk_period * $clk_io_pct] -clock clk0 $non_clock_inputs
set_output_delay [expr $clk_period * $clk_io_pct] -clock clk0 [all_outputs]
[design.v]
`timescale 1ns / 1ps
module time_elapsed(mm,ss,clk,rst);
input wire clk,rst;
output reg [5:0] mm,ss;
always @(posedge clk or posedge rst) begin
    if(rst) begin
        mm<=6'd0;
        ss<=6'd0;
    end
    else begin
        if(ss==6'd59) begin
            ss<=6'd0;
            if(mm==6'd59) begin
                mm<=6'd0;
            end
            else begin
                mm<=mm+1'd1;
            end
        end
        else begin
            ss<=ss+1'd1;
        end
    end
end
endmodule
==> flow_metrics.env <==
# flow metrics
export IMPL_clock_sinks=12
export IMPL_postCtsSetupBuffers=0
export IMPL_antenna_found_initial=0
export IMPL_antenna_left=0
export IMPL_grt_pass1_wl_um=2280
export IMPL_clockBufferDepth=2
export IMPL_track_usage_pct=3.71
export IMPL_io_buffers=13
export IMPL_clock_latency_ps=230
export IMPL_end_kind="primary output"
export IMPL_tightest_slew_ps=507
export IMPL_cts_buffers=3
export IMPL_cp_data_arrival_time_ps=1230
export IMPL_finalCritPeriodShare_pct=56.1
export IMPL_cts_tree="built"
export IMPL_vias=505
export IMPL_cp_top_family="buffers and inverters"
export IMPL_first_pass_iters=4
export IMPL_path_max_fanout=9
export IMPL_die_area_um2=7230
export IMPL_wl_per_cell_um=10.6
export IMPL_via_per_inst=4.01
export IMPL_initCoreUtil_pct=14.6
export IMPL_fin_area_um2=806
export IMPL_synthDominantAreaCellType="dfrtp_1"
export IMPL_postRouteWirelength_um=1330
export IMPL_crit_required_ps=2720
export IMPL_lay_top_cells="clkdlybuf4s50_1 (13), dfrtp_1 (12), nand2_1 (11)"
export IMPL_hp_class="flip-flop to flip-flop"
export IMPL_fmax_mhz=524
export IMPL_coreArea_um2=4060
export IMPL_ys_cells=62
export IMPL_synth_area_yosys_um2=591
export IMPL_grt_max_degree=13
export IMPL_ys_seq_share_pct=50.8
export IMPL_p_int_mw=0.222
export IMPL_rrSetupSlack_ps=1690
export IMPL_placed_cell_area_um2=764
export IMPL_path_cells="clkdlybuf4s50_1"
export IMPL_path_buffers=1
export IMPL_worstSetupPathType="flip-flop to primary output"
export IMPL_cts_hold_buffers=0
export IMPL_post_route_util_pct=19.9
export IMPL_rows=23
export IMPL_startpoint_type="flip-flop"
export IMPL_grt_pass1_vias=471
export IMPL_numSynthFlops=12
export IMPL_p_switching_mw=0.0495
export IMPL_diodes=0
export IMPL_critPathSlowestCell="clkdlybuf4s50_1"
export IMPL_startpoint="ss[2]$_DFF_PP0_"
export IMPL_clk_pin_slew_ps=50
export IMPL_max_slew_margin_rel_pct=66.0
export IMPL_skew_ps=2.21
export IMPL_lay_top_count="clkdlybuf4s50_1"
export IMPL_cts_repair_resized=0
export IMPL_comb_power_share_pct=1.5
export IMPL_power_density_nw_per_um2=337
export IMPL_yosysWarnings=1
export IMPL_root_buffer="clkbuf_8"
export IMPL_gp_congestion=0.709
export IMPL_cp_endpoint="ss[2]"
export IMPL_cp_depth=1
export IMPL_setup_tns_ps=0
export IMPL_r2r_cells=5
export IMPL_synthToLayoutAreaGrowth_pct=36.4
export IMPL_tool_warnings=25
export IMPL_drc=0
export IMPL_postSynthAreaPerCell_um2=9.53
export IMPL_clkPwrFrac_pct=45.7
export IMPL_drive_gt1_share_pct=6.58
export IMPL_rr_startpoint="ss[0]$_DFF_PP0_"
export IMPL_max_cap_viol_count=0
export IMPL_peakVddDrop_mv=0.0741
export IMPL_synthCells=62
export IMPL_fp_dieH_um=85
export IMPL_final_period_minus_worst_setup_slack_ps=1910
export IMPL_rsz0062_at_grt="false"
export IMPL_status="finished clean"
export IMPL_dpl_hpwl_um=1030
export IMPL_grt_ovfl_total=0
export IMPL_cpPeakStageDelay_ps=530
export IMPL_synthTopCellsByArea="dfrtp_1 (51%), nand2_1 (7.0%), ha_1 (4.2%)"
export IMPL_synth_cell_types=24
export IMPL_h_tree_depth=1
export IMPL_initialDrtViolationCount=46
export IMPL_power_frac_seq_pct=52.8
export IMPL_maxSlewViolCount=0
export IMPL_r2r_end="mm[2]$_DFFE_PP0N_"
export IMPL_finalSetupViolCount=0
export IMPL_nFillCells=425
export IMPL_syn_cell_area_um2=591
export IMPL_hold_viol=0
export IMPL_holdWs_ps=528
export IMPL_top_cell_area_share_pct=50.8
export IMPL_p_leak_nw=0.327
export IMPL_sw_frac_of_total_pct=18.2
export IMPL_fp_dieW_um=85
export IMPL_ioPinCount=14
worst min-delay path by stage:
stage	from	end	slack, ps	depth (start not counted)
after CTS	mm[1]$_DFFE_PP0N_	mm[1]$_DFFE_PP0N_	530	2
after global routing	mm[1]$_DFFE_PP0N_	mm[1]$_DFFE_PP0N_	580	2
final	mm[1]$_DFFE_PP0N_	mm[1]$_DFFE_PP0N_	530	2
cells by family (layout without fill, tap and decap cells):
| kind of cell | count (synthesis) | count (layout) | synth area share (%) |
|---|---|---|---|
| compound gates | 14 | 14 | 14.6 |
| xor+xnor | 2 | 2 | 2.97 |
| fa+ha+maj | 2 | 2 | 4.24 |
| buf+inv | 6 | 20 | 5.72 |
| flops | 12 | 12 | 50.8 |
| simple gates | 26 | 26 | 21.6 |
sequential cells by signal, summed over array words and instances, names as in the netlist:
name  count
mm        6
ss        6
layer usage:
layer	GRT usage (%)	up-vias	part of all wire (%)
li1	-	247	-
met1	4.75	244	43
met2	5.86	14	51
met3	1.35	0	6.1
met4	0.749	0	0
met5	0	-	0
power groups by stage:
stage / Combinational (mW) / Clock, mW / Sequential, mW
5_1_grt: 0.00476 / 0.137 / 0.143
4_1_cts: 0.00431 / 0.128 / 0.143
6_report: 0.00407 / 0.124 / 0.143
metrics by stage:
step	setup slack [ps]	total power, mW	cells
final	1490	0.271	126
after global routing	1410	0.284	126
after CTS	1460	0.275	126
after detailed placement	1710	0.150	123
after global placement	1710	0.150	123
after floorplan	1850	0.148	62
synth_stat cells (all sizes together):
| master | number |
|---|---|
| buf | 2 |
| a21oi | 2 |
| nand4 | 2 |
| nand3 | 4 |
| o31ai | 1 |
| xor2 | 1 |
| nor2 | 4 |
| a31oi | 1 |
| or3 | 2 |
| or2 | 2 |
| xnor2 | 1 |
| or4 | 1 |
| o211ai | 2 |
| a22o | 1 |
| ha | 2 |
| inv | 4 |
| nand2 | 11 |
| a41oi | 1 |
| dfrtp | 12 |
| o21ai | 6 |
layout make-up:
type	count	area (um2)	share of cell area, %
sequential	12	300	37.3
multi-input combinational	44	256	31.8
timing repair buffer	13	130	16.1
tap	50	62.6	7.76
clock buffer	3	41.3	5.12
inverter	4	15.0	1.86
Power is estimated from default activity; no workload was simulated.
